### /design/flow/config.mk
export PLATFORM = sky130hd
export DESIGN_NAME = RSA
export DESIGN_NICKNAME = RSA
export VERILOG_FILES = /design/flow/design.v
export SDC_FILE = /design/flow/constraint.sdc
export NUM_CORES = 4
export LEC_CHECK = 1
export CORE_UTILIZATION = 50
### /design/flow/constraint.sdc
current_design RSA

set clk_period 1.0
set clk_io_pct 0.2

create_clock -name clk0 -period $clk_period [get_ports {clk}]

set non_clock_inputs [all_inputs -no_clocks]
set_input_delay [expr $clk_period * $clk_io_pct] -clock clk0 $non_clock_inputs
set_output_delay [expr $clk_period * $clk_io_pct] -clock clk0 [all_outputs]
### /design/flow/design.v
`timescale 1ns/1ps
module S_multi(clk, start, busy, A, B, Hreg, Lreg);
input clk, start;
input [8-1:0] A,B;
output busy;
output [8:0] Hreg;
output [8-1:0] Lreg;
reg busy;
reg [8:0] Hreg;
reg [8-1:0] Lreg;
reg [1:0] state;
reg [3:0] count;
wire [8:0] sum;
assign sum = Hreg + A;
always @(posedge clk or negedge start) begin
if(!start) begin     
    busy <= 0;
    count <= 4'd8;
    state <= 2'd0;
end else begin
    if(count != 0) begin
        if(state == 0) begin     
            Hreg <= 0;
            Lreg <= B;
            busy <= 1;
            state <= 1;
        end else if(state == 1) begin   
            Hreg <= (Lreg[0] ? sum : Hreg);
            state <= 2;
        end else if(state == 2) begin    
            {Hreg, Lreg} <= {1'b0, Hreg, Lreg[8-1:1]};
            count <= count - 1;
            state <= 1;
        end else begin
            busy <= 0;   
        end
    end else begin
    busy <= 0;   
    end
end
end
endmodule
`timescale 1ns/1ps
module Modulo(clk, start, busy, C, Hreg, Lreg, M);
input clk, start;
input [8-1:0] C;
input [8:0] Hreg;
input [8-1:0] Lreg;
output busy;
output [8-1:0] M;
reg busy;
reg [8:0] Hreg2;
reg [8-1:0] Lreg2;
reg [1:0] state;
reg [3:0] count;
wire [8-1:0] M;
wire [8:0] diff;
assign M = Hreg2[8-1:0];  
assign diff = Hreg2 - C;
always @(posedge clk or negedge start) begin
if(!start) begin     
    busy <= 0;
    count <= 4'd9;
    state <= 2'd0;
end else begin
    if(count != 0) begin
        if(state == 0) begin     
            Hreg2 <= Hreg;
            Lreg2 <= Lreg;
            busy <= 1;
            state <= 1;
        end else if(state == 1) begin     
            Hreg2 <= (diff[8]? Hreg2 : diff[8-1:0]);                      
          	count <= count - 1;
            state <= 2;
        end else if(state == 2) begin   
            {Hreg2, Lreg2} <= {Hreg2[8-1:0], Lreg2[8-1:0], 1'b0};
            state <= 1;
        end else begin
            busy <= 0;   
        end
    end else begin
    busy <= 0;   
    end
end
end
endmodule
`timescale 1ns/1ps
module RSA(clk, start, busy, A, B, C, Yn);
input clk, start;
input [8-1:0] A,B,C;
output [8-1:0] Yn;
output busy;
reg busy;
reg [8-1:0] Xn, Yn ,Breg,Creg;
reg [4:0]state;
reg mux, mul_start,  mod_start;
wire mul_busy,mod_busy;
wire [8-1:0] mod_out, Lreg, mux_out;
wire [8:0] Hreg;
S_multi     Mul(.clk(clk),.start(mul_start),.busy(mul_busy),.A(mux_out),.B(Xn),.Hreg(Hreg),.Lreg(Lreg));
Modulo      Mod(.clk(clk),.start(mod_start),.busy(mod_busy),.C(Creg),.Hreg(Hreg),.Lreg(Lreg),.M(mod_out));
assign      mux_out = mux? Xn:Yn;
always @(posedge clk or negedge start) begin
if(!start) begin     
    busy <= 0;
    mul_start <= 0;
    mod_start <= 0;
    state <= 5'd0;
end else begin
    if (state==0) begin     
        busy <= 1;
        Xn <= A;
        Yn <= 7'h01;
        Breg <= B;
        Creg <= C;
        state <= 1;
    end else if (state==1) begin
        state <= ((Breg[0]==0)? 2 : 10);
    end else if (state==2) begin
        mux <= 1;
        state <= 3;
    end else if (state==3) begin
        mul_start <= 1;
        state <= 5;
    end else if (state==5) begin
        state <= 4;
    end else if (state==4) begin
        state <= ((mul_busy==1)? 4:6);
    end else if (state==6) begin
        mul_start <= 0;
        mod_start <= 1;
        state <= 8;
    end else if (state==8) begin
        state <= 7;
    end else if (state==7) begin
        state <= ((mod_busy==1)? 7:9);
    end else if (state==9) begin
        mod_start <= 0;
        Xn <= mod_out;
        state <= 24;
    end else if (state==10) begin
        mux <= 1;
        state <= 11;
    end else if (state==11) begin
        mul_start <= 1;
        state <= 13;
    end else if (state==13) begin
        state <= 12;       
    end else if (state==12) begin
        state <= ((mul_busy==1)? 12: 14);
    end else if (state==14) begin
        mul_start <= 0;
        mod_start <= 1;
        mux <= 0;
        state <= 15;
    end else if (state==15) begin
        mul_start <= 1;
        state <= 17;
    end else if (state==17) begin
        state <= 16;
    end else if (state==16) begin
        state <= (((mul_busy==1)||(mod_busy==1))? 16: 18);
    end else if (state==18) begin
        mul_start <= 0;
        mod_start <= 0;
        Xn <= mod_out;
        state <= 19;
    end else if (state==19) begin
        mod_start <= 1;
        state <= 21;
    end else if (state==21) begin
        state <= 20;
    end else if (state==20) begin
        state <= ((mod_busy==1)? 20: 22);       
    end else if (state==22) begin   
        mod_start <= 0;
        Yn <= mod_out;
        state <= 24;        
    end else if (state==24) begin
      Breg <= {1'b0, Breg[8-1:1]};
        state <= 23;
    end else if (state==23) begin     
      state <= ((Breg==0)? 25:1);
    end else if (state==25) begin
        busy <= 0;
    end else begin
        busy <= 0;       
    end
end
end
endmodule
### /design/flow/run.sh
#!/bin/bash
# OpenROAD 26Q1-2900-gdf79404cd8, Yosys 0.63+post, stock flow scripts
make -C /OpenROAD-flow-scripts/flow DESIGN_CONFIG=/design/flow/config.mk WORK_HOME=/design/flow/orfs finish
==> impl_metrics.tcl <==
# flow metrics
set metrics [dict create \
    status "finished, violations left" \
    violations "setup timing" \
    finalSetupViolations 155 \
    critPathRequiredTime_ps 1240 \
    drt_wl_total_um 14400 \
    fmax_mhz 438 \
    met2WireLength_um 6700 \
    drive_gt1_frac 0.513 \
    synth_chip_area_um2 5410 \
    pwr-share-clk 0.285 \
    instances_no_fill 806 \
    grt_start_max_net_pins 18 \
    syn-cell-area_um2 5410 \
    cts_tree "done" \
    coreArea_um2 10400 \
    crit_path_end_kind "flop" \
    logic_area_um2 2910 \
    async_flop_share 0.396 \
    start_kind "flop" \
    synth_seq_share 0.577 \
    yosys_most_used_dff "edfxtp_1" \
    crit_fanout 4 \
    dp.cells 750 \
    ios 35 \
    edf_count 67 \
    clockBufferDepth 2 \
    peakVddDrop_v 0.000849 \
    grt_usage 0.272 \
    fin_crit_sh 2.28 \
    maxSlewViolCount 0 \
    cts.reportedPaths.clkPinSlew_ps 100 \
    ys_types 61 \
    numCtsBuffers 9 \
    dp_hpwl_um 9130 \
    rows 37 \
    p_sw_frac 0.238 \
    yosys_cells 452 \
    top_area_cell "edfxtp_1" \
    maxCapViolCount 0 \
    timing.final.hold_violations 0 \
    warnings 29 \
    drt_iter0_markers 188 \
    clk_latency_ps 380 \
    numSynthFlops 111 \
    post_synth_main_area_contributors "edfxtp_1 37%, dfrtp_1 18%, mux2_2 4.4%" \
    seq_power_share 0.574 \
    grt_overflow 0 \
    dieArea_um2 11200 \
    die_w_um 106 \
    cellPowerDensity_nw_per_um2 1040 \
    vias 4396 \
    combPwrFrac 0.141 \
    die_h_um 106 \
    grt_pass1_vias 4368 \
    htree_num_levels 3 \
    antenna_found_initial 0 \
    crit_type "flop to flop" \
    seqCellArea_um2 3120 \
    grt_pass1_wl_um 21800 \
    synth_top_area_share 0.372 \
    antenna_cells 0 \
    drt-vias-per-instance 5.45 \
    min_period_ps 2280 \
    area_growth_pct 57.6 \
    route.met3.wl_um 904 \
    skew_ps 9.56 \
    wl_per_cell_um 17.9 \
    cts.sinks 111 \
    p_switching_uw 2120 \
    tns_ps -96530 \
    arrival_ps 2520 \
    leakagePower_uw 0.00356 \
    synthCells 452 \
    root_buffer "clkbuf_8" \
    portBuffers 34 \
    detail-route-antenna-nets 0 \
    fp_util 0.519 \
    firstDrtPassIters 4 \
    wl_met1_um 6500 \
    fill_cells 529 \
    drc_errors 0 \
    pre_cts_ws_ps -1330 \
    syn-mean-instance-area_um2 12.0 \
    ys_warn_count 3 \
    top_layer "met4" \
    setup_slack_ps -1280 \
    p_int_uw 6770 \
    worstHoldPathType "input port to asynchronous set/reset pin" \
    rsz0062_at_grt "true" \
    hold_buffers 0 \
    routabilityCongestion 0.916 \
    whs_ps 130 \
]
[Yosys cell counts (2+ instances only)]
cell type   n
o21ai_0    17
nor3_1     11
a22o_1      2
a211oi_1    3
xnor2_1     5
nor2b_1    19
a21o_1     18
and2_1      6
mux2_2     21
o211ai_1    2
dfrtp_1    38
xor2_1      3
mux2_1     11
a31oi_1     5
nor3b_1     4
a2111oi_0   2
nor4_1      6
mux2i_1     9
edfxtp_1   67
and3_1      6
nand3_1     5
buf_1       2
o21ai_1     7
nor2_1     29
nand2b_1    5
inv_1      22
o21a_1      5
a21oi_1    22
nand2_1    29
buf_2       3
dfstp_2     6
ha_1       18
fa_1        2
clkbuf_1    8
inv_2       3
or3_1       6
[cells in the final DEF (no fill, tap or decap), drive strengths merged, types with 12 or more instances in the layout]
master / instances
a21o: 18
a21oi: 22
buf: 188
clkbuf: 13
clkdlybuf4s50: 25
dfrtp: 38
edfxtp: 67
ha: 18
inv: 25
mux2: 32
nand2: 29
nor2: 29
nor2b: 19
nor3: 12
o21ai: 24
[worst max-delay path, cell delays in order, from the launching register on]
cell and delay (ps):
edfxtp_1 470, mux2_4 340, ha_4 160, fa_2 340, a21o_1 170, a21oi_2 170
o21ai_1 80, a31oi_1 200, mux2i_1 210
[power groups by stage]
stage	Combinational, uW	Sequential, uW	Clock, uW
after CTS	1140	5090	2600
after global routing	1350	5110	2780
final	1250	5100	2540
[sequential cells by signal, summed over array words and instances, names as in the netlist, named ones only]
signal and flops:
state 25, Mod.Hreg2 9, Mul.Hreg 9, Breg 8
Creg 8, Mod.Lreg2 8, Mul.Lreg 8, Xn 8
Yn 8, Mod.count 4, Mul.count 4, Mod.busy 1
Mod.state 1, Mul.busy 1, Mul.state 1, busy 1
mod_start 1, mul_start 1, mux 1
[cells by family after synthesis]
kind of cell	count (synthesis)	synth area share
and+or+nand+nor	138	0.138
adders and majority gates	20	0.0491
xor gates and xnor gates	8	0.0130
DFF	111	0.577
buffers and inverters	39	0.0278
muxes	41	0.0833
other	1	0.000694
AOI/OAI and AO/OA	94	0.111
[area by class of cell]
cell class,instances,share of cell area
Clock inverter,4,0.00220
Tap cell,136,0.0200
Inverter,26,0.0123
Sequential cell,111,0.366
Timing Repair Buffer,214,0.240
Multi-Input combinational cell,303,0.341
Clock buffer,12,0.0184
[per-layer routing]
metal	global-route usage	vias up
met5	0	-
met4	0.0486	0
met3	0.0738	23
met2	0.395	123
met1	0.457	2168
li1	-	2082
[stage by stage]
step           instance area (um^2)  utilization  power (uW)
6_report                       8520        0.818        8890
5_1_grt                        8520        0.818        9240
4_1_cts                        8140        0.782        8830
3_5_place_dp                   7280        0.699        6160
3_3_place_gp                   7280        0.699        6150
2_1_floorplan                  5790            -        5600
[path summary, 6_finish.rpt]
| check | slack, ps | end | cells past startpoint | startpoint |
|---|---|---|---|---|
| worst max-delay path | -1280 | Mul.Hreg[8] | 8 | mux |
| worst min-delay path | 130 | busy | 2 | start |
| worst max register to register | -1280 | Mul.Hreg[8] | 8 | mux |
| worst min register to register | 260 | asynchronous set/reset pin | 1 | mod_start |
| max in group asynchronous | 490 | Mul.count[3] | 1 | mul_start |
| min in group clk0 | 380 | Creg[2] | 1 | C[2] |
[what timing repair did]
item | 4_1_cts | 5_1_grt
resized | 124 | 79
gates cloned | 5 | 1
pin swaps | 27 | 31
setup buffers | 35 | 21
setup endpoints to repair | 155 | 155
Power is estimated from default activity; no workload was simulated.
